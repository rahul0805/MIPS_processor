===== ./design.v =====
`timescale 1ns / 1ps
module alu(a,b,aluctrl,o_p,zero,shift_amt,flag,shift_ctrl);
input [31:0] a,b;
input [4:0] shift_amt;
input [3:0] aluctrl;
input shift_ctrl;
output reg [31:0]o_p;
output reg zero;
output reg flag;
always@(*)
begin
flag = 1'b0;
case(aluctrl)
default :begin
o_p = 32'b0;
zero = 1'b0;
end 
4'b0000 : begin
{flag,o_p} = a + b;
zero = (o_p==32'b0);
end
4'b0001 : begin
o_p = a-b;
zero = (o_p==32'b0);
end
4'b0010 : begin
o_p = a & b;
end
4'b0011 : begin
o_p = a | b;
end
4'b0100 : begin
if(shift_ctrl==1'b0)
begin
o_p = (b>>>shift_amt);
end
else
begin
o_p = (b>>>a);
end
end
4'b0101 : begin
o_p = ~(a | b);
end
4'b0110 : begin 
o_p = a^b;
end
4'b0111 : begin
if(shift_ctrl==1'b0)
begin
o_p = (b<<shift_amt);
end
else
begin
o_p = (b<<a);
end
end 
4'b1000 : begin
if(shift_ctrl==1'b0)
begin
o_p = (b>>shift_amt);
end
else
begin
o_p = (b>>a);
end
end
4'b1001 : begin
o_p = ($signed(a) > $signed(b));
end
4'b1010 : begin
o_p= ($signed(a) < $signed(b));
end
4'b1011 : begin
o_p= (a==b);
end
4'b1100 : begin
o_p= (a!=b);
end
4'b1101 : begin
o_p= (a<b);
end
4'b1110 : begin
o_p= ($signed(a) <= $signed(b));
end
endcase
if(o_p==32'b0)
begin
zero = 1'b1;
end
else
begin
zero=1'b0;
end
end
endmodule
`timescale 1ns / 1ps
module decode(instr,immi,rs,rt,rd,aluselect,regdest,memwrite,regwrite,memtoreg,branch,jump,aluctrl,shift,targ_addr,offset,shift_ctrl,immidiate);
input [31:0] instr;
output reg [31:0] immi;
output reg [4:0] rs,rt,rd;
output  reg [4:0] shift;
output reg  [25:0] targ_addr;
output  reg aluselect,regdest,memwrite,regwrite,memtoreg;
output  reg [3:0] aluctrl;
output  reg branch,jump;
output reg [15:0] offset;
output reg shift_ctrl,immidiate;
always@(instr)
begin
 rs = instr[25:21];
 rt =instr[20:16];
 rd =instr[15:11];
 shift=instr[10:6];
targ_addr=instr[25:0];
immi=32'h0000;
branch = 0;
jump=0;
aluselect=1'bz;
regdest=1'bz;
memwrite=0;
regwrite=0;
memtoreg=1'bz;
aluctrl=4'b0000;
immidiate=0;
shift_ctrl=0;
offset=instr[15:0];
if(instr[15]==1)
begin
 immi={16'hFFFF,instr[15:0]};
end
else if(instr[15]==0)
begin
immi={16'h0000,instr[15:0]};
end
if(instr[31:26]==6'b000000)   
begin
branch = 0;
jump=0;
aluselect=0;
regdest=1;
memwrite=0;
regwrite=1;
memtoreg=0;
if(instr[5:0]==6'b100000)	 
begin
aluctrl=4'b0000;
end
else if(instr[5:0]==6'b100010)  
begin
aluctrl=4'b0001;
end
else if(instr[5:0]==6'b101010)  
begin
aluctrl=4'b1010;
end
else if(instr[5:0]==6'b101011)  
begin
aluctrl=4'b1101;
end
else if(instr[5:0]==6'b100100)	 
begin
aluctrl = 4'b0010;
immidiate=1;
end
else if(instr[5:0]==6'b100101)	 
begin
aluctrl = 4'b0011;
immidiate=1;
end
else if(instr[5:0]==6'b100111)		 
begin
aluctrl = 4'b0101;
end
else if(instr[5:0]==6'b100110)		 
begin
aluctrl = 4'b0110;
immidiate=1;
end
else if(instr[5:0]==6'b000000)		 
begin
if(instr[10:6]==5'b00000)				
begin
shift_ctrl=1'b1;
end
aluctrl = 4'b0111;
end
else if(instr[5:0]==6'b000010)		 
begin
if(instr[10:6]==5'b00000)
begin
shift_ctrl=1'b1;
end
aluctrl = 4'b1000;
end
else if(instr[5:0]==6'b000011)		 
begin
if(instr[10:6]==5'b00000)
begin
shift_ctrl=1'b1;
end
aluctrl = 4'b0100;
end
end
else if (instr[31:26]==6'b001000)   
begin
branch=0;
jump=0;
aluctrl=4'b0000;
aluselect=1;
regdest=0;
memwrite=0;
regwrite=1;
memtoreg=0;
end
else if(instr[31:26]==6'b001100)  
begin
branch=0;
jump=0;
aluctrl=4'b0010;
aluselect=1;
regdest=0;
memwrite=0;
regwrite=1;
memtoreg=0;
immidiate=1;
end
else if(instr[31:26]==6'b001101)  
begin
branch=0;
jump=0;
aluctrl=4'b0011;
aluselect=1;
regdest=0;
memwrite=0;
regwrite=1;
memtoreg=0;
immidiate=1;
end
else if(instr[31:26]==6'b001110)  
begin
branch=0;
jump=0;
aluctrl=4'b0110;
aluselect=1;
regdest=0;
memwrite=0;
regwrite=1;
memtoreg=0;
immidiate=1;
end
else if(instr[31:26]==6'b001010)  
begin
branch=0;
jump=0;
aluctrl=4'b1010;
aluselect=1;
regdest=0;
memwrite=0;
regwrite=1;
memtoreg=0;
end
else if(instr[31:26]==6'b001011)  
begin
branch=0;
jump=0;
aluctrl=4'b1101;
aluselect=1;
regdest=0;
memwrite=0;
regwrite=1;
memtoreg=0;
immidiate=1;
end
else if(instr[31:26]==6'b100011)  
begin
branch=0;
jump=0;
aluctrl=4'b0000;
aluselect=1;
regdest=0;
memwrite=0;
regwrite=1;
memtoreg=1;
end
else if(instr[31:26]==6'b101011)  
begin
branch=0;
jump=0;
aluctrl=4'b0000;
aluselect=1;
regdest=0;
memwrite=1;
regwrite=0;
memtoreg=0;
end
else if(instr[31:26]==6'b000100)  
begin
branch=1;
jump=0;
aluctrl=4'b0001;
aluselect=0;
regdest=0;
memwrite=0;
regwrite=0;
memtoreg=0;
end
else if(instr[31:26]==6'b000101)  
begin
branch=1;
jump=0;
aluctrl=4'b1011;
aluselect=0;
regdest=0;
memwrite=0;
regwrite=0;
memtoreg=0;
end
else if(instr[31:26]==6'b000110)  
begin
branch=1;
jump=0;
aluselect=0;
regdest=0;
memwrite=0;
regwrite=0;
memtoreg=0;
aluctrl=4'b1001;
end
else if(instr[31:26]==6'b000111)  
begin
branch=1;
jump=0;
aluselect=0;
regdest=0;
memwrite=0;
regwrite=0;
memtoreg=0;
aluctrl=4'b1110;
end
else if(instr[31:26]==6'b000010)  
begin
branch=0;
jump=1;
aluctrl=4'b0000;
aluselect=0;
regdest=0;
memwrite=0;
regwrite=0;
memtoreg=0;
end
end
endmodule
`timescale 1ns / 1ps
module exe(clk,o_p,instr);
input clk;
output [31:0] instr;
output reg [31:0] o_p;
  wire branch,jump,flag,zero;
 wire [31:0] immi;
 wire [4:0] rs,rt,rd;
  wire [4:0] shift;
 wire  [25:0] targ_addr;
  wire aluselect,regdest,memwrite,regwrite,memtoreg,shift_ctrl,immidiate;
  wire [3:0] aluctrl;
 wire [15:0] offset;
reg [4:0] Rd;
wire [31:0] A;
wire [31:0] o_p_alu,o_p_mem;
wire [31:0] reg_B;
reg [31:0] B;
reg [31:0] reg_file[0:31];
reg [31:0] main_mem[0:255];
reg [7:0] instr_mem[0:128];
initial begin
reg_file[0] = 0;  
reg_file[1] = 10;
reg_file[2] = 2;
reg_file[3] = 3;
reg_file[4] = 4;
reg_file[5] = 5;
reg_file[6] = 6; 
reg_file[7] = 7;
reg_file[8] = 8;
reg_file[9] = 9;
reg_file[10] = 10;
reg_file[11] = 11;
reg_file[12] = 12;
reg_file[13] = 13;
reg_file[14] = 14;
reg_file[15] = 15;
reg_file[16] = 16;
reg_file[17] = 17; 
reg_file[18] = 18;
reg_file[19] = 19;
reg_file[20] = 20;
reg_file[21] = 21;
reg_file[22] = 22;
main_mem[0] = 0;  
main_mem[1] = 10;
main_mem[2] = 20;
main_mem[3] = 30;
main_mem[4] = 40;
main_mem[5] = 50;
instr_mem[0] = 8'b00100000;
instr_mem[1] = 8'b00010000;
instr_mem[2] = 8'b00000000;
instr_mem[3] = 8'b00000000;
instr_mem[4] = 8'b00100000;
instr_mem[5] = 8'b00010000;
instr_mem[6] = 8'b01000001;    
instr_mem[7] = 8'b00000000;
instr_mem[8] = 8'b11111111;
instr_mem[9] = 8'b11111111;
instr_mem[10] = 8'b00100001;
instr_mem[11] = 8'b00100000;
instr_mem[12] = 8'b00000011;
instr_mem[13] = 8'b00000000;
instr_mem[14] = 8'b00100000;
instr_mem[15] = 8'b00010000;
instr_mem[16] = 8'b00100000;
instr_mem[17] = 8'b00000000;
instr_mem[18] = 8'b00000000;
instr_mem[19] = 8'b00000000;
instr_mem[20] = 8'b00000001;
instr_mem[21] = 8'b00000000;
instr_mem[22] = 8'b00000000;    
instr_mem[23] = 8'b00001000;
instr_mem[24] = 8'b00100000;
instr_mem[25] = 8'b00000000;
instr_mem[26] = 8'b00000000;
instr_mem[27] = 8'b00000000;    
instr_mem[28] = 8'b00000000;
instr_mem[29] = 8'b00000000;
instr_mem[30] = 8'b01000010;
instr_mem[31] = 8'b10101100;
pc = 0;
end
reg [31:0] pc;
wire [29:0] PC_add;
wire [29:0] PC_jump;
reg [29:0] PC_1;
reg [29:0] PC_2;
reg [31:0] instr_out;
assign PC_jump = {pc[31:28],targ_addr[25:0]};
assign PC_add = pc[31:2] + 30'd1; 
always@(PC_add or branch or zero)
begin
if(branch == 1'b1 & zero == 1'b1)
begin
PC_1 = PC_add + {{14{offset[15]}},offset[15:0]}-1;
end 
else
begin
PC_1 = PC_add;
end
end
always@(PC_jump or PC_1 or jump)
begin
if(jump == 1'b1)
begin
PC_2 = PC_jump;
end
else
begin
PC_2 = PC_1;
end
end
always@(negedge clk)
begin 
instr_out = {instr_mem[pc+3],instr_mem[pc+2],instr_mem[pc+1],instr_mem[pc]};
pc[31:0] = {PC_2,{2{1'b0}}};
end
assign instr = instr_out;
decode modu(instr,immi,rs,rt,rd,aluselect,regdest,memwrite,regwrite,memtoreg,branch,jump,aluctrl,shift,targ_addr,offset,shift_ctrl,immidiate);
assign A=reg_file[rs];
assign reg_B = reg_file[rt];
always@(rs or rt or rd or aluselect or immi or regdest or reg_B )
begin
if(regdest==1)
begin
Rd=rd;
end
else if(regdest==0)
begin
Rd=rt;
end
if(aluselect==1)
begin
if(immidiate==0)
begin
B=immi;
end
else
begin
B={16'b0,offset};
end
end
else if(aluselect==0)
begin
B=reg_B;
end
end
alu g1(A,B,aluctrl,o_p_alu,zero,shift,flag,shift_ctrl);
assign o_p_mem=main_mem[o_p_alu];
always@(posedge clk)
begin
if(regwrite==1 && memtoreg==0)
begin
reg_file[Rd] = o_p_alu;
o_p =o_p_alu;
end
if(regwrite==1 && memtoreg==1)
begin
reg_file[Rd] = o_p_mem;
o_p =o_p_mem;
end
if(memwrite==1)
begin
main_mem[o_p_alu]=reg_file[rt];
o_p =reg_file[rt];
end
end
endmodule

===== ./run.sh =====
#!/bin/bash
# OpenROAD 26Q1-2900-gdf79404cd8, Yosys 0.63+post, stock flow scripts
make -C /OpenROAD-flow-scripts/flow DESIGN_CONFIG=/design/flow/config.mk WORK_HOME=/design/flow/orfs finish

===== ./config.mk =====
export PLATFORM = sky130hd
export DESIGN_NAME = exe
export DESIGN_NICKNAME = exe
export VERILOG_FILES = /design/flow/design.v
export SDC_FILE = /design/flow/constraint.sdc
export NUM_CORES = 4
export LEC_CHECK = 1
export CORE_UTILIZATION = 30
export SYNTH_MEMORY_MAX_BITS = 65536

===== ./constraint.sdc =====
current_design exe

set clk_period 152.6
set clk_io_pct 0.2

create_clock -name clk0 -period $clk_period [get_ports {clk}]

set non_clock_inputs [all_inputs -no_clocks]
set_input_delay [expr $clk_period * $clk_io_pct] -clock clk0 $non_clock_inputs
set_output_delay [expr $clk_period * $clk_io_pct] -clock clk0 [all_outputs]

==> summary.rpt <==
IMPLEMENTATION SUMMARY REPORT
----------------------------------------------------
[Place]
  Instance area after placement ........................ 0.369 sq mm
  Placer Congestion ........................ 1.01
  Number of buffers inserted by port buffering ........................ 57
  Detailed placer's ending HPWL ........................ 833000 microns

[Layout]
  Finished Cell Area ........................ roughly 0.4 sq mm
  Fraction of final layout cells sized beyond drive strength 1 ........................ between 10 and 15%
  Sequential standard cell area ........................ 0.250 sq mm
  Area taken by multi-input logic gates ........................ 0.0882 sq mm
  Area growth syn-to-layout ........................ 14.8%
  Final core utilization ........................ approximately a third
  Fill count ........................ 107339

[Routing]
  Total Wirelength ........................ 1350000 microns
  Antenna Violating Nets Remaining ........................ 0
  Number of DRC markers in iteration 0 ........................ 19841
  Number of vias per cell ........................ 5.48
  First-pass iteration count of the detailed router ........................ 9
  Wirelength per Cell ........................ 31.7 microns
  Number of DRC violations after detailed routing ........................ 0
  Vias ........................ 233550

[Pwr]
  Leakage Power ........................ 131 nW
  Total power after layout ........................ roughly 4.5 mW
  Part of the power in the clock network ........................ 44.8%
  PD cells ........................ between 10 and 15 mW/mm^2
  Cell internal power dissipation ........................ 3.62 mW
  Switching Power ........................ 0.876 mW
  Switching share of power ........................ 19.5%
  Worst vdd ir ........................ 0.0109 mV
  Combinational cell fraction of total power ........................ 0%
  Sequential share of power ........................ 55.2%

[Synth]
  Top-area cell type share of the netlist area ........................ 71.6%
  Cell area after synthesis ........................ 0.345 sq mm
  Sequential area share after synthesis ........................ a little over 70%
  Library cell with the highest instance count after synthesis ........................ sky130_fd_sc_hd__edfxtp_1
  Most used standard cells in the synthesized netlist ........................ 8224 x sky130_fd_sc_hd__edfxtp_1, 6952 x sky130_fd_sc_hd__nand2_1, 2840 x sky130_fd_sc_hd__nand3_1
  Main synth FF type ........................ sky130_fd_sc_hd__edfxtp_1
  Avg Synthesized Cell Area ........................ around 13 sq um
  Dominant kind of combinational cell ........................ simple AND/OR/NAND/NOR gates
  Instance tally after logic synthesis ........................ 25983
  And-or/or-and share of the synthesized area ........................ 6.53%
  Number of storage elements in the synthesis netlist ........................ 8367
  Number of distinct library cells after synthesis ........................ roughly 120
  Fraction of synthesized cell area in xor and xnor cells ........................ less than 1%
  Number of warnings issued by yosys ........................ 7
  Number of enable-type register cells in the synthesized netlist ........................ 8224
  Post-synth ARST share ........................ 0%
  Post-synthesis cell count from yosys ........................ 25983
  Yosys stat area ........................ 0.345 sq mm
  And+or+nand+nor area frac ........................ about 15%
  Dominant cell type by area after synthesis ........................ sky130_fd_sc_hd__edfxtp_1
  Adder-cell share of the synthesized area ........................ less than 1%
  Area fraction in mux cells ........................ 3.16%
  Cells taking the most area after synthesis ........................ sky130_fd_sc_hd__edfxtp_1 72%, sky130_fd_sc_hd__nand2_1 7.6%, sky130_fd_sc_hd__nand3_1 4.1%, sky130_fd_sc_hd__a311oi_1 1.7%, sky130_fd_sc_hd__mux2i_1 1.5%

[GRT]
  Gr ovfl total ........................ 0
  Initial antenna violation count ........................ roughly 170
  Vias in the first global route ........................ about 240k
  Maximum number of pins on one net before global-route repair ........................ around 140
  Total global-route track usage ........................ 24.5%
  Global-route wire length before repair ........................ 1850000 microns

[Critical path]
  Data arrival time of the critical path ........................ 78.83 ns
  Worst R2R End ........................ main_mem[58][26]$_DFFE_PP_
  Endpoint kind of the worst setup timing path ........................ output pin
  Worst reg2reg path startpoint ........................ instr_out[17]$_SDFF_NN0_
  Max Fanout on Critical Path ........................ 28
  Data required time of the critical path ........................ 122.08 ns
  Critical Setup Path Class ........................ register to output pin
  Depth of the worst register-to-register path ........................ 35
  Crit path launch type ........................ register
  Register-to-Register Setup Slack ........................ 59.20 ns

[Clocking]
  Count of clock tree sinks ........................ 8367
  Later-pin clock latency in the skew report ........................ 1.30 ns
  Post-CTS Hold Buffers ........................ 0
  Max Buffers Root-to-Sink ........................ 5
  Post-CTS setup buffer count ........................ 0
  H-tree depth ........................ 6
  Clock tree from TritonCTS ........................ yes
  Cell resize tally after clock tree synthesis ........................ 0
  Number of buffers created by CTS ........................ 864
  Library cell used as clock root buffer ........................ sky130_fd_sc_hd__clkbuf_16
  Clock transition at the registers of the reported paths ........................ 0.05 ns

[STA]
  Count of final setup violators ........................ 0
  Hold Slack ........................ 0.535 ns
  Post-route clock skew ........................ 0.189 ns
  Hold Fails Final Rpt ........................ 0
  Worst rel slew slack ........................ -5.45%
  Setup TNS Final ........................ 0 ns
  Actual transition at the worst max-transition pin ........................ roughly 1.6 ns
  RSZ-0062 raised after global routing ........................ false
  Number of pins with negative max-slew slack in the final report ........................ 2

[Floorplanning]
  Num rows ........................ 393
  Horizontal die size ........................ 1070 microns
  Number of primary I/O pins ........................ 65
  Initial core utilization ........................ 30.1%
  Area of the die ........................ roughly 1.2 sq mm
  Die outline height ........................ 1070 microns
  Placeable core region ........................ 1.15 sq mm

[Worst hold path]
  Number of cells on the worst hold path ........................ 2
  Hold Crit Endpoint ........................ reg_file[2][3]$_DFF_P_
  Origin of the worst min-delay path ........................ reg_file[2][3]$_DFF_P_
  Hold WC Path Type ........................ register to register

[Run status]
  Outcome ........................ finished with violations
  Violated checks ........................ capacitance limit, slew limit

[Run]
  OpenROAD warnings ........................ between 100 and 150
  Number of max-cap violations ........................ 1

----------------------------------------------------
==> critical path, stage by stage (launching register included) <==
cell and delay (ns):
sky130_fd_sc_hd__dfxtp_2 0.31, sky130_fd_sc_hd__buf_4 0.43, sky130_fd_sc_hd__clkdlybuf4s50_1 0.59
==> per-layer routing <==
metal / up-vias / wire [microns] / GRT usage (%)
met2: 18208 / 558000 / 32.5
li1: 98825 / - / -
met1: 112507 / 387000 / 23.1
met5: - / 8520 / 7.20
met4: 202 / 111000 / 15.9
met3: 3808 / 285000 / 23.1
==> layout make-up <==
type                            instances  area share (%)
Sequential cell                      8367            63.1
Multi-Input combinational cell      15667            22.3
Tap cell                            15207            4.81
Clock buffer                         1098            5.74
Antenna cell                          277           0.175
Clock inverter                        453           0.933
Inverter                              105          0.0995
Timing Repair Buffer                 1444            2.87
==> worst max-delay path by stage <==
stage	startpoint	end	slack (ns)	cells past startpoint
CTS	instr_out[16]$_SDFF_NP0_	instr[16]	43.27	2
global route	instr_out[17]$_SDFF_NN0_	instr[17]	43.14	1
finish	instr_out[16]$_SDFF_NP0_	instr[16]	43.25	2
==> metrics by stage <==
| stage | cells | setup slack [ns] |
|---|---|---|
| finish | 42618 | 43.25 |
| detailed placement | 40791 | 44.46 |
| global placement | 40789 | 44.46 |
| global route | 42526 | 43.14 |
| floorplan | 25989 | 45.08 |
| CTS | 42341 | 43.27 |
==> power groups by stage <==
stage                 clock network, mW  logic (mW)  registers, mW
after CTS                          2.03   0.0000292           2.48
final                              2.02   0.0000258           2.48
after global routing               2.11   0.0000365           2.48
==> cells in the final DEF, fill, tap and decap left out, drive strengths merged, types with 45 or more instances in the layout <==
| master | instances |
|---|---|
| a211oi | 147 |
| clkdlybuf4s50 | 57 |
| and3 | 566 |
| o21ai | 393 |
| o31ai | 56 |
| ha | 71 |
| nand3 | 2843 |
| a21oi | 576 |
| bufinv | 55 |
| mux2 | 45 |
| o2111ai | 62 |
| clkbuf | 1098 |
| a31oi | 291 |
| a21o | 49 |
| clkinv | 356 |
| mux2i | 530 |
| nor4 | 96 |
| nand2 | 6953 |
| diode | 277 |
| inv | 132 |
| edfxtp | 8224 |
| o22ai | 91 |
| mux4 | 225 |
| a221oi | 75 |
| o211ai | 121 |
| a311oi | 682 |
| nand4 | 145 |
| dfxtp | 143 |
| buf | 1387 |
| nor3 | 233 |
| a32oi | 79 |
| a22oi | 78 |
| nor2 | 639 |
==> logic make-up after synthesis <==
family	after synthesis
AND/OR/NAND/NOR	11645
flip-flops	8367
AND-OR/OR-AND	3125
buffers and inverters	1955
multiplexers	800
adder cells (fa/ha/maj)	73
XOR/XNOR	17
other	1
==> state kept, by name (all words and copies together), names as in the netlist <==
| signal | count |
|---|---|
| o_p | 32 |
| instr_out | 12 |
| pc | 3 |
| main_mem | 8192 |
| reg_file | 128 |
No activity file was given, so power comes from the tool's default toggle rates.
